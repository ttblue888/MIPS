## design/flow/config.mk

```make
export PLATFORM = sky130hd
export DESIGN_NAME = PC
export DESIGN_NICKNAME = PC
export VERILOG_FILES = /design/flow/design.v
export SDC_FILE = /design/flow/constraint.sdc
export NUM_CORES = 4
export LEC_CHECK = 1
export CORE_UTILIZATION = 30
```

## design/flow/constraint.sdc

```tcl
current_design PC

set clk_period 1.0
set clk_io_pct 0.2

create_clock -name clk0 -period $clk_period [get_ports {Clk}]

set non_clock_inputs [all_inputs -no_clocks]
set_input_delay [expr $clk_period * $clk_io_pct] -clock clk0 $non_clock_inputs
set_output_delay [expr $clk_period * $clk_io_pct] -clock clk0 [all_outputs]
```

## design/flow/design.v

```verilog
module PC(
input wire[31:0] NPC,
input wire Clk,
input wire RST,
input wire PCWr,
output reg[31:0] PC
);
always@(posedge Clk or posedge RST)
begin
    if(RST)
      PC=32'h0000_0000;
    else if(PCWr)
      PC<=NPC;
    else
      PC<=PC;
end
endmodule
```

## design/flow/run.sh

```bash
#!/bin/bash
# OpenROAD 26Q1-2900-gdf79404cd8, Yosys 0.63+post, stock flow scripts
make -C /OpenROAD-flow-scripts/flow DESIGN_CONFIG=/design/flow/config.mk WORK_HOME=/design/flow/orfs finish
```

==> run summary <==
Status - finished clean
DP Area - 2070 sq um
Root Buffer - clkbuf_8
Clock-pin slew on the worst setup and hold paths - 0.06 ns
Reg2Reg Depth - 3
Max FFs per register - 32
Regs by FF count - PC: 32 flops
Biggest register - PC
Initial antenna violation count - 0
Sw Ratio - 20.7%
DRC - 0
Ys flops - 32
First-pass GRT wire length - 4510 um
Starting DRC count in detailed routing - 15
Post-synth EDFFs - 0
Die span in y - 69.1 um
Kind of critical path - flop to flop
Reg2reg setup slack - 0.02 ns
Final hold violation count - 0
Reg2reg start - PC[14]
WL/cell - 12.7 um
Mapped Cells - 69
Fp_density - 31.2%
Core area - 4320 sq um
Final instance area - 2120 sq um
Final count of pins violating max slew - 0
Post-synth seq share - 59.4%
Maximum clock frequency - 1020 MHz
Tool Warnings - 26
Cell taking the most area after synthesis - dfrtp_1
Die W - 69.1 um
Vias in the first global route - 846
Net Switching - 0.000645 W
Die area - 4770 sq um
Layout cells sized above 1 - 57.2%
Arrival time worst endpoint - 1.15 ns
Clock group share of total power - 31.8%
Antenna diodes - 0
Critical-path cell list - buf_4 > buf_4 > mux2_4
Post-route ant nets - 0
Power Density - 1470 nW/um^2
Total routed wirelength - 2670 um
Final HPWL DP - 1810 um
Pin count of the biggest net entering global routing - 25
Worst Hold Class - input pin to asynchronous set/reset pin
Post-synthesis cell area - 1350 sq um
Final min period - 0.984 ns
Worst Setup End Kind - flop
Area delta synth->final - 56.9%
Period utilisation layout - 98.4%
Dominant register cell - dfrtp_1
Fill cell count - 387
Ports - 67
# port buffers - 66
Worst path max stage delay - 0.38 ns
CTS Buffer Depth - 2
Critical-path maximum fanout - 2
Overall Power - 0.00311 W
Seq pwr share - 47.9%
Slew headroom - 90.6%
Cell with the most instances after synthesis - dfrtp_1
Clk_skew - 0 ns
Distinct cells, synth - 6
Clk latency late pin - 0.27 ns
GR Overflow Total - 0
Syn Area/Cell - 19.5 sq um
DRT Pass-1 Iters - 5
Yosys chip area - 1350 sq um
P_int - 0.00246 W
Ys Warns - 1
Area share, top type - 59.4%
TritonCTS Sinks - 32
Leak Pwr - 1.05 nW
VDD IR max - 0.000725 V
CTS tree - built
H-tree depth - 2
Worst EP required - 1.16 ns
Site Rows - 24
Via/cell ratio - 4.11
CTS Buf Count - 5
GPL Wtd Cong - 0.724
RSZ-0062 raised after global routing - yes
Worst R2R End - PC[14]
Final tally of setup violations - 0
Via Count - 867
Comb power frac - 20.2%
Least-Margin Pin Slew - 0.141 ns
Ys async rst share - 100%
Max_cap viols - 0
Synth top cells by count - dfrtp_1 (32), mux2_4 (30), buf_12 (3)
GRT Total Usage - 12.1%
Most frequent CP cell - buf_4
Slowest-stage cell, CP - dfrtp_1
Synth area leaders - dfrtp_1 (59%), mux2_4 (33%), buf_12 (4.5%)
Yosys cell count - 69
Critical path startpoint category - flop
==> worst max-delay path by stage <==
stage / start / to / slack, ns
5_1_grt: PC[2] / PC[2] / -0.03
4_1_cts: PC[12] / PC[12] / 0.008
6_report: PC[14] / PC[14] / 0.02
==> area by class of cell <==
| type | instances | area [sq um] | share of cell area (%) |
|---|---|---|---|
| repair buffers | 86 | 683 | 32.3 |
| well taps | 52 | 65.1 | 3.08 |
| flip-flops and latches | 32 | 801 | 37.8 |
| clock buffers | 8 | 90.1 | 4.26 |
| multi-input cells | 32 | 473 | 22.4 |
| inverters | 1 | 3.75 | 0.177 |
==> through the flow <==
| step | hold WS (ns) | worst slack [ns] | cells | utilization, % | setup TNS, ns |
|---|---|---|---|---|---|
| final | 0.274 | 0.0165 | 211 | 48.9 | 0 |
| after global routing | 0.272 | -0.0289 | 211 | 48.9 | -0.326 |
| after CTS | 0.262 | 0.00836 | 204 | 47.7 | 0 |
| after detailed placement | 0.492 | -0.0349 | 188 | 47.9 | -0.115 |
| after global placement | 0.493 | -0.0212 | 188 | 47.9 | -0.0958 |
| after floorplan | 0.316 | 0.109 | 69 | - | 0 |
==> worst max-delay path, delay by kind of cell (launching register included) <==
family | cells | cell delay [ns]
buffers and inverters | 2 | 0.24
multiplexers | 1 | 0.25
flip-flops | 1 | 0.38
==> timing repair <==
action                                  in CTS  in global routing
setup buffers                                8                  7
resized                                     97                  0
endpoints found under the setup margin      32                 26
hold buffers                                 0                  0
==> cells by family after synthesis <==
family	Yosys count	share of synthesized area, %
DFF	32	59.4
muxes	32	35.1
buffers and inverters	5	5.57
==> power by group through the flow <==
stage | sequential [W] | combinational [W] | clock (W)
final | 0.00149 | 0.000629 | 0.000990
after CTS | 0.00149 | 0.000600 | 0.00104
after global routing | 0.00151 | 0.000685 | 0.00112
==> cell usage in the layout, fill, tap and decap left out <==
master | synthesis | routed
buf_12 | 3 | 3
buf_2 | 0 | 33
buf_4 | 0 | 17
clkbuf_1 | 0 | 2
clkbuf_8 | 0 | 6
clkdlybuf4s50_1 | 0 | 33
dfrtp_1 | 32 | 32
inv_1 | 1 | 1
mux2_2 | 2 | 2
mux2_4 | 30 | 30
==> metal layers <==
layer  wire length [um]  GRT usage (%)  up-vias
li1                   -              -      412
met1               1320           19.4      408
met2               1020           15.7       44
met3                301           5.79        3
met4                 30           1.36        0
met5                  0              0        -
Power is estimated from default activity; no workload was simulated.
