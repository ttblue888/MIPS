--- design.v ---
module IR(clk,reset,irwr,im_inst,ir_inst);
   input clk;
   input reset;
   input irwr;
   input [31:0] im_inst;
   output [31:0] ir_inst;
   reg [31:0] ir_inst;
   always@(posedge clk or posedge reset)
   begin
      if(reset)
        ir_inst<=32'b0;
      else if(irwr)
        ir_inst<=im_inst;
   end
endmodule
--- run.sh ---
#!/bin/bash
# OpenROAD 26Q1-2900-gdf79404cd8, Yosys 0.63+post, stock flow scripts
make -C /OpenROAD-flow-scripts/flow DESIGN_CONFIG=/design/flow/config.mk WORK_HOME=/design/flow/orfs finish
--- config.mk ---
export PLATFORM = sky130hd
export DESIGN_NAME = IR
export DESIGN_NICKNAME = IR
export VERILOG_FILES = /design/flow/design.v
export SDC_FILE = /design/flow/constraint.sdc
export NUM_CORES = 4
export LEC_CHECK = 1
export CORE_AREA = 10 10 109 109
export DIE_AREA = 0 0 119 119
--- constraint.sdc ---
current_design IR

set clk_period 1.1
set clk_io_pct 0.2

create_clock -name clk0 -period $clk_period [get_ports {clk}]

set non_clock_inputs [all_inputs -no_clocks]
set_input_delay [expr $clk_period * $clk_io_pct] -clock clk0 $non_clock_inputs
set_output_delay [expr $clk_period * $clk_io_pct] -clock clk0 [all_outputs]
==> results.cfg <==
; synthesis and place-and-route metrics
[cts]
clock_latency_ps = 280
numCtsBuffers = 5
clock-sinks = 32
htree_levels = 2
cts.clk_slew.worst_paths_ps = 80
cts_root_buffer = clkbuf_8
cts_tree = yes
cts_buffer_depth = 2

[final_layout]
fillCellCount = 1044
regMostFlops = ir_inst
area.growth.synth_to_final_pct = 69.0
largest_reg_flops = 32
drive_above_1_share = 0.558
stdcell_area_um2 = 2280
reg_top3 = ir_inst x32
post-route-util = 0.237

[power]
totalPowerFinal_uw = 2930
total_leakage_power_uw = 0.00108
power_density_nw_per_um2 = 1290
ir_worst_vdd_v = 0.000399

[die]
die_height_um = 119
fp_util = 0.140
core-area_um2 = 9640
rows = 36
die_x_um = 119
die-area_um2 = 14200
io_pins = 67

[synth]
synth-area-yosys_um2 = 1350
ys_types = 6
yosysWarnings = 1
synthCells = 69
synthTopCellsByCount = 32 x dfrtp_1, 30 x mux2_4, 3 x buf_12, 2 x mux2_2
top_cells_by_area = dfrtp_1 59%, mux2_4 33%, buf_12 4.5%
synth_seq_share = 0.594
netlist_area_um2 = 1350
top_cell_area_share = 0.594
synthArstFlopShare = 1.00
ys_cells = 69
synth_area_per_cell_um2 = 19.5
synthFlopType = dfrtp_1
largest_area_cell = dfrtp_1
yosysMostFrequentCell = dfrtp_1
synth_flops = 32
edf_count = 0

[final_timing]
fin_crit_sh = 0.968
finalSetupViolations = 0
worstMarginPinSlew_ps = 186
slew_headroom = 0.876
finalClockSkew_ps = 0
maxSlewViolCount = 0
fin_crit_ps = 1060
fmax_ghz = 0.940
hold_viol = 0
layout_setup_ws_ps = 35.6

[worst_setup_path]
critical_path_arrival_ps = 840
start_kind = register
worst_path_max_delay_cell = dfrtp_1
cp.required_ps = 880
critPathCaptureType = primary output
worst_path_dominant_cell_family = flip-flops
cp_cell_sequence = clkdlybuf4s15_1
path_class = reg2out
slowest_delay_ps = 380
cp_max_fo = 2
path_buffers = 1

[route]
n_antenna_cell = 0
vias = 906
drt_iter0_markers = 12
wire_per_inst_um = 12.1
dr.pass1.iters = 2
vias_per_cell = 3.06
drt_wl_total_um = 3580
ant_nets = 0
drc = 0

[grt]
grt_start_max_net_pins = 33
antenna_found_initial = 0
grt_use_total = 0.0495
grt_overflow = 0
grt_pass1_wl_um = 5690
grt_pass1_vias = 1000

[placement]
postPlaceCellArea_um2 = 2160
portBuffers = 66
dp_slack_ps = 15.3
gp_congestion = 0.698
dp_hpwl_um = 2630

[run]
max-cap-violations = 0
warning_count = 25

[worst_hold_path]
hp-class = in2async

[status]
outcome = completed
layer usage:
| metal | GRT usage | vias to the layer above | routed length, um |
|---|---|---|---|
| li1 | - | 422 | - |
| met1 | 0.0652 | 444 | 1640 |
| met2 | 0.0771 | 38 | 1660 |
| met3 | 0.0206 | 2 | 259 |
| met4 | 0.00534 | 0 | 16 |
| met5 | 0 | - | 0 |
final cells by class:
cell class	count	area [um^2]	share of cell area
multi-input combinational	32	473	0.207
clock buffer	6	82.6	0.0362
timing repair buffer	90	743	0.326
tap	133	166	0.0730
clock inverter	2	10.0	0.00439
inverter	1	3.75	0.00165
sequential	32	801	0.351
repair_timing:
item,4_1_cts,5_1_grt
hold buffers,0,0
pin swaps,0,0
gates resized,68,23
setup endpoints to repair,32,25
setup buffers,12,9
power by group:
group	internal, uW	total (uW)	switching [uW]	leakage [uW]
registers	1290	1350	60.5	0.000374
logic	467	616	149	0.000657
clock network	500	963	463	0.0000510
metrics by stage:
stage	setup TNS, ps	std cells	hold slack, ps
after global placement	0	267	494
final	0	296	275
after global routing	-3.94	296	309
after detailed placement	0	267	494
after floorplan	0	69	336
after CTS	0	287	275
layout by cell type (no fill, tap or decap), drive strengths merged:
cell / netlist / layout
buf: 4 / 28
clkdlybuf4s50: 0 / 33
clkbuf: 0 / 29
dfrtp: 32 / 32
clkdlybuf4s15: 0 / 6
mux2: 32 / 32
clkinv: 0 / 2
inv: 1 / 1
logic make-up after synthesis:
group,count (synthesis),share of synthesized area
multiplexers,32,0.351
flip-flops,32,0.594
buffers and inverters,5,0.0557
worst paths after layout:
check                       startpoint          end  slack (ps)  depth (start not counted)
hold / removal                   reset  ir_inst[24]         280                          3
setup reg to reg            ir_inst[4]   ir_inst[4]         100                          3
max in group asynchronous        reset  ir_inst[18]         640                          3
setup / recovery           ir_inst[26]  ir_inst[26]          40                          1
hold reg to reg             ir_inst[8]   ir_inst[8]         510                          1
min in group clk0                 irwr  ir_inst[20]         440                          3
Power is estimated from default activity; no workload was simulated.
