## flow/run.sh

```bash
#!/bin/bash
# OpenROAD 26Q1-2900-gdf79404cd8, Yosys 0.63+post, stock flow scripts
make -C /OpenROAD-flow-scripts/flow DESIGN_CONFIG=/design/flow/config.mk WORK_HOME=/design/flow/orfs finish
```

## flow/config.mk

```make
export PLATFORM = sky130hd
export DESIGN_NAME = mux8
export DESIGN_NICKNAME = mux8
export VERILOG_FILES = /design/flow/design.v
export SDC_FILE = /design/flow/constraint.sdc
export NUM_CORES = 4
export LEC_CHECK = 1
export CORE_AREA = 10 10 70 70
export DIE_AREA = 0 0 80 80
```

## flow/constraint.sdc

```tcl
current_design mux8

set clk_period 1.7
set clk_io_pct 0.2

create_clock -name clk0 -period $clk_period

set non_clock_inputs [all_inputs -no_clocks]
set_input_delay [expr $clk_period * $clk_io_pct] -clock clk0 $non_clock_inputs
set_output_delay [expr $clk_period * $clk_io_pct] -clock clk0 [all_outputs]
```

## flow/design.v

```verilog
module mux2 #(parameter WIDTH = 8)
             (d0, d1,
              s, y);
    input  [WIDTH-1:0] d0, d1;
    input              s;
    output [WIDTH-1:0] y;          
    assign y = ( s == 1'b1 ) ? d1:d0;
endmodule
module mux4 #(parameter WIDTH = 8)
             (d0, d1, d2, d3,
              s, y);
    input  [WIDTH-1:0] d0, d1, d2, d3;
    input  [1:0] s;
    output [WIDTH-1:0] y;
    reg [WIDTH-1:0] y_r;
    always @( * ) begin
        case ( s )
            2'b00: y_r = d0;
            2'b01: y_r = d1;
            2'b10: y_r = d2;
            2'b11: y_r = d3;
            default: ;
        endcase             
    end  
    assign y = y_r;
endmodule
module mux8 #(parameter WIDTH = 8)
             (d0, d1, d2, d3,
              d4, d5, d6, d7,
              s, y);
    input  [WIDTH-1:0] d0, d1, d2, d3;
    input  [WIDTH-1:0] d4, d5, d6, d7;
    input  [2:0]       s;
    output [WIDTH-1:0] y;
    reg [WIDTH-1:0] y_r;
    always @( * ) begin
        case ( s )
            3'd0: y_r = d0;
            3'd1: y_r = d1;
            3'd2: y_r = d2;
            3'd3: y_r = d3;
            3'd4: y_r = d4;
            3'd5: y_r = d5;
            3'd6: y_r = d6;
            3'd7: y_r = d7;
            default: ;
        endcase
    end  
    assign y = y_r;    
endmodule
```

==> run summary <==
Main metrics from the flow reports.

The largest net degree at the start of global routing came out at 10. The OpenROAD report gives the critical path a required time of 1360 ps. The share of final-layout standard cells stronger than drive strength 1 came out at 36.4%.

The starting utilization of the core area came out at 16.6%. The OpenROAD warning count came out at 34. The floorplan row count is 21. The count of buffers added on input and output ports is 75. Yosys stat counts 39 cells in the synthesized netlist. The detailed-routing iteration count for the pre-antenna-repair pass came out at 2.

The number of clock-tree buffers in the layout is 0. The Yosys warning count is 1. The via count of the first global-routing pass came out at 836. After global routing the overflow that remains totals 0.

For reference, the post-synthesis area per instance comes to 14.6 um2. The clock network is responsible for 0% of the overall power. The run finished, with violations left. The number of vias after detailed routing is 700. The wire length after detailed routing came out at 2.84 mm. The power density over cell area is 234 nW/um2.

The worst setup path category is in -> out. The number of primary I/O pins is 75. The total of endpoints with negative setup slack in the final report is 8. For the pin with the worst max-slew slack, the measured transition is 251 ps. In the final report, the number of pins over their slew limit comes to 0. The global-route wire length before repair is 4.53 mm. Measured along the y axis, the die boundary spans 80 um.

The number of distinct standard cells referenced by the synthesized netlist is 17. Internal power comes to 0.249 mW. The switching power summed over all nets is 0.0838 mW.

The final standard cell count with taps included and fillers excluded is 167. The number of vias per cell after detailed routing is 4.19. The post-route total power came out at 0.332 mW. The most critical min-delay path falls under in -> out. STA puts the critical path data arrival time at 1520 ps. Setup repair after global routing could not meet its margin everywhere. The final routed wire length divided by cell count came out at 17.0 um. The number of antenna diodes in the final layout is 0. Including well taps, the total number of placed cells is 161.

Per the slew report, the remaining headroom to the max-slew limit stands at 83.3%. For this run, the top clock speed supported by timing is 538 MHz. The most common cell after layout, fill and taps aside is sky130_fd_sc_hd__dlygate4sd2_1. The overall die area came out at 6400 um2. The core area came out at 3420 um2.

Summed over all nets, the half-perimeter wirelength after detailed placement is 2.26 mm. The kind of start point of the critical path is an input pin. Max-cap violations in this run came to 0. The final period demand of the worst path is 1860 ps.

The final hold violation count is 0. The chip width came out at 80 um. For this block, the initial DRC count from the detailed router was 18. The sequential power share is 0%.

STA classifies the critical path endpoint as an output port. The flow measured a signed area growth from synthesis to layout of 150%. The script extracted a total leakage power of 0.671 nW. The share of synthesized area occupied by flip-flops and latches came out at 0%.

The synthesized netlist cell count came out at 39. In the layout the commonest cells are sky130_fd_sc_hd__dlygate4sd2_1 (59), sky130_fd_sc_hd__mux4_2 (14), sky130_fd_sc_hd__mux2_4 (7). The checks that failed: negative setup slack.

In the routed design, unresolved DRC markers number 0. The overall global routing resource usage came out at 8.88%. The final estimated routing congestion in global placement is 0.738. The peak fanout along the critical path came out at 4. The final timing summary puts the cycle share of the worst path at 109%. The area taken by sequential standard cells is reported as 0 um2. Of the total power, combinational logic draws 100.0%. The area figure in the yosys stat output is 568 um2. The layout sequential cell count is 0. Counting the fill cells in the layout gives 383.

The number of nets with antenna violations after detailed routing came out at 0. The switching part of the total is 25.2%. The final timing report gives a worst setup slack of -159 ps.

The analysis reports a worst IR drop on VDD of 0.0875 mV. The post-synth design cell area is 568 um2. The initial antenna violation count is 0.
final timing paths:
path                    to  slack, ps  cells after the start  startpoint
worst max-delay path  y[0]       -160                      6        s[0]
worst min-delay path  y[2]       1260                      5       d4[2]
cells in the mapped netlist:
| cell | number | area (um2) |
|---|---|---|
| sky130_fd_sc_hd__nand2b_1 | 1 | 6.26 |
| sky130_fd_sc_hd__mux2i_1 | 3 | 30.0 |
| sky130_fd_sc_hd__buf_6 | 2 | 22.5 |
| sky130_fd_sc_hd__buf_2 | 2 | 10.0 |
| sky130_fd_sc_hd__nor3_1 | 1 | 5.00 |
| sky130_fd_sc_hd__nand2_1 | 1 | 3.75 |
| sky130_fd_sc_hd__clkbuf_1 | 1 | 3.75 |
| sky130_fd_sc_hd__o21ai_0 | 1 | 5.00 |
| sky130_fd_sc_hd__mux4_2 | 2 | 45.0 |
| sky130_fd_sc_hd__mux4_1 | 12 | 315 |
| sky130_fd_sc_hd__a31oi_1 | 1 | 6.26 |
| sky130_fd_sc_hd__a2bb2oi_1 | 1 | 8.76 |
| sky130_fd_sc_hd__o22ai_1 | 1 | 6.26 |
| sky130_fd_sc_hd__mux2_2 | 7 | 78.8 |
| sky130_fd_sc_hd__a211oi_1 | 1 | 7.51 |
| sky130_fd_sc_hd__or4b_1 | 1 | 10.0 |
| sky130_fd_sc_hd__inv_1 | 1 | 3.75 |
power groups by stage:
stage | clock network (mW) | registers, mW | logic (mW)
after CTS | 0 | 0 | 0.339
after global routing | 0 | 0 | 0.359
final | 0 | 0 | 0.332
kinds of logic after synthesis:
logic type	count (synthesis)	synth area share (%)
AND-OR/OR-AND	5	5.95
buffers and inverters	6	7.05
multiplexers	24	82.6
AND/OR/NAND/NOR	4	4.40
worst max-delay path: stages:
cell,delay (ps)
sky130_fd_sc_hd__buf_8,90
sky130_fd_sc_hd__buf_16,110
sky130_fd_sc_hd__buf_8,110
sky130_fd_sc_hd__mux4_2,480
sky130_fd_sc_hd__mux2_4,270
sky130_fd_sc_hd__buf_2,110
per-layer routing:
| metal | vias up | routed length (um) | GRT usage, % |
|---|---|---|---|
| met2 | 42 | 1300 | 13.6 |
| li1 | 341 | - | - |
| met5 | - | 0 | 0 |
| met4 | 0 | 0 | 0 |
| met1 | 317 | 1250 | 12.4 |
| met3 | 0 | 290 | 3.30 |
cell type report:
cell class / count / area [um2] / area share (%)
Multi-Input combinational cell: 33 / 514 / 36.1
Timing Repair Buffer: 87 / 847 / 59.5
Inverter: 1 / 3.75 / 0.264
Tap cell: 46 / 57.6 / 4.05
what timing repair did:
| action | CTS | global route |
|---|---|---|
| gates resized | 126 | 0 |
| setup endpoints to repair | 8 | 8 |
| cloned | 2 | 0 |
| setup buffers | 4 | 0 |
| pin swaps | 2 | 0 |
| endpoints found under the hold margin | 0 | 0 |
| hold buffers | 0 | 0 |
stage by stage:
step                      TNS [ps]  utilization, %  hold WS (ps)  area (um2)  setup WS (ps)
after detailed placement     -7170            41.3          1690        1410           -912
after floorplan                  0               -           821         568            121
after global placement       -7080            41.3          1690        1410           -905
after CTS                     -998            41.6          1270        1420           -174
final                         -895            41.6          1260        1420           -159
after global routing         -1260            41.6          1310        1420           -217
Power figures rest on the tool's default switching activity, not on a simulated workload.
